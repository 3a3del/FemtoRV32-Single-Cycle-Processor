===== /design/flow/run.sh =====
#!/bin/bash
# OpenROAD 26Q1-2900-gdf79404cd8, Yosys 0.63+post, stock flow scripts
make -C /OpenROAD-flow-scripts/flow DESIGN_CONFIG=/design/flow/config.mk WORK_HOME=/design/flow/orfs finish

===== /design/flow/design.v =====
module SignExt(
    input [31:0] inst,       
    output reg [31:0] ext_out  
);
always @(*)
begin
    case (inst[6:0])
        7'b0110111:  
            ext_out = {{inst[31]?12'hFFF:12'h000}, inst[31:12]};
        7'b0010111: 
            ext_out = {inst[31:12], 12'h000};
        7'b1101111:  
            ext_out = {{inst[31]?12'hFFF:12'h000}, inst[20], inst[10:1], inst[11], inst[19:12]};
        7'b1100111:  
            ext_out = {{inst[31]?20'hFFFFF:20'h00000}, inst[31:20]};
        7'b1100011:  
            ext_out = {{inst[31]?20'hFFFFF:20'h00000}, inst[31], inst[7], inst[30:25], inst[11:8]};
        7'b0000011:  
            ext_out = {{inst[31]?20'hFFFFF:20'h00000}, inst[31:20]};
        7'b0100011:  
            ext_out = {{inst[31]?20'hFFFFF:20'h00000}, inst[31:25], inst[11:7]};
        7'b0010011: 
            if(inst[30] == 1 && inst[14:12] == 3'b101)  
                ext_out = {27'h00000, inst[24:20]};
            else
                ext_out = {{inst[31]?20'hFFFFF:20'h00000}, inst[31:20]};
        default: 
            ext_out = 0;
    endcase
end
endmodule

===== /design/flow/constraint.sdc =====
current_design SignExt

set clk_period 2.8
set clk_io_pct 0.2

create_clock -name clk0 -period $clk_period

set non_clock_inputs [all_inputs -no_clocks]
set_input_delay [expr $clk_period * $clk_io_pct] -clock clk0 $non_clock_inputs
set_output_delay [expr $clk_period * $clk_io_pct] -clock clk0 [all_outputs]

===== /design/flow/config.mk =====
export PLATFORM = sky130hd
export DESIGN_NAME = SignExt
export DESIGN_NICKNAME = SignExt
export VERILOG_FILES = /design/flow/design.v
export SDC_FILE = /design/flow/constraint.sdc
export NUM_CORES = 4
export LEC_CHECK = 1
export CORE_AREA = 10 10 74 74
export DIE_AREA = 0 0 84 84

==> insert_results.sql <==
-- metrics for the results database
INSERT INTO impl_metrics (metric_group, metric, value, unit) VALUES
('critical_path', 'critPathLaunch', 'inst[13]', ''),
('cells_and_area', 'utilization', '51.2', '%'),
('critical_path', 'crit_path_start_kind', 'input pin', ''),
('cells_and_area', 'ff_count', '0', ''),
('floorplan', 'floorplan.initialDensity', '23.9', '%'),
('sta', 'report.final.hold_viol_count', '0', ''),
('routing', 'ant_nets', '0', ''),
('sta', 'min_period', '2.82', 'ns'),
('floorplan', 'fp.dieArea', '7060', 'µm²'),
('floorplan', 'io_pins', '64', ''),
('synth', 'synth_seq_share', '0', '%'),
('placed_design', 'io_buffer_count', '64', ''),
('synth', 'top_cells_by_area', 'sky130_fd_sc_hd__a221o_1, sky130_fd_sc_hd__nand3_2, sky130_fd_sc_hd__buf_6, sky130_fd_sc_hd__nand2_1, sky130_fd_sc_hd__o211ai_2', ''),
('critical_path', 'timing.critical_path.fanout_max', '5', ''),
('sta', 'slew_headroom', '80.0', '%'),
('sta', 'rsz_0062_raised_after_global_routing', 'true', ''),
('status', 'run_status', 'complete, but fails checks', ''),
('synth', 'synth_instances', '123', ''),
('power', 'powerDensity', '85.6', 'nW/µm²'),
('critical_path', 'signal_arrival_time_at_the_worst_endpoint', '2.26', 'ns'),
('power', 'share_comb_of_total_power', '100.0', '%'),
('placed_design', 'place_ws', '-0.330', 'ns'),
('sta', 'final_max_slew_viol_count', '0', ''),
('power', 'power_switching', '0.0750', 'mW'),
('min_path', 'holdCritStartpoint', 'inst[13]', ''),
('grt', 'grt_pass1_wl', '7890', 'µm'),
('routing', 'routed_wire_length_per_instance', '17.7', 'µm'),
('synth', 'top_cell_area_share', '11.6', '%'),
('sta', 'clock.fmax', '354', 'MHz'),
('grt', 'grt_antenna_before_repair', '0', ''),
('synth', 'ys_warn_count', '1', ''),
('sta', 'timing.final.crit_share', '101', '%'),
('floorplan', 'coreArea', '3970', 'µm²'),
('min_path', 'worstHoldPathType', 'in -> out', ''),
('synth', 'synth.yosys.num_cells', '123', ''),
('routing', 'routed-wl-met2', '2280', 'µm'),
('critical_path', 'worstSetupEndpointType', 'output port', ''),
('sta', 'setup_viol_count_final', '2', ''),
('job', 'max-cap-violations', '0', ''),
('floorplan', 'fp-row-count', '23', ''),
('power', 'cellLeakagePower', '1.10', 'nW'),
('critical_path', 'crit_end', 'ext_out[19]', ''),
('cells_and_area', 'fillCellCount', '374', ''),
('grt', 'first_global_vias', '1503', ''),
('floorplan', 'die_boundary_height', '84', 'µm'),
('sta', 'finalHoldWorstSlack', '1.73', 'ns'),
('cells_and_area', 'finalNonFillerCells', '270', ''),
('clocking', 'cts_hold_repair.buffers', '0', ''),
('status', 'violated_checks', 'negative setup slack', ''),
('min_path', 'min_delay_path_depth', '5', ''),
('placed_design', 'post-dp-hpwl', '3780', 'µm'),
('cells_and_area', 'n_clock_buffer', '0', ''),
('grt', 'grt_overflow_total', '0', ''),
('synth', 'post_synth.cell_area_avg', '7.72', 'µm²'),
('floorplan', 'die_w', '84', 'µm'),
('synth', 'synth.cell_area', '950', 'µm²'),
('placed_design', 'place_congestion', '0.969', ''),
('routing', 'wl_met1', '2170', 'µm'),
('synth', 'common_cells', 'sky130_fd_sc_hd__nand2_1, sky130_fd_sc_hd__a221o_1, sky130_fd_sc_hd__nand3_2, sky130_fd_sc_hd__nor2_1, sky130_fd_sc_hd__buf_6', ''),
('routing', 'detailed_routing_iteration_count_for_the_pre_antenna_repair_pass', '4', ''),
('sta', 'max_slew.worst_pin.slew', '0.300', 'ns'),
('synth', 'ys_chip_area', '950', 'µm²'),
('grt', 'grt_usage', '13.0', '%'),
('routing', 'wl_met3', '314', 'µm'),
('power', 'power.sequential.fraction', '0', '%'),
('routing', 'vias', '1415', ''),
('placed_design', 'placed_cell_area', '1820', 'µm²'),
('job', 'openroad.warnings', '33', ''),
('sta', 'worst_slack', '-0.0242', 'ns'),
('grt', 'grt_start_max_net_pins', '16', ''),
('power', 'p_sw_share', '43.1', '%');
==> how the worst min path moves through the flow <==
stage             end  slack (ns)
6_report  ext_out[13]        1.73
5_1_grt   ext_out[13]        1.76
4_1_cts    ext_out[9]        1.85
==> what timing repair did <==
item,in CTS,in global routing
setup endpoints to repair,32,31
buffers inserted,6,3
cloned,3,0
pin swaps,10,11
endpoints found under the hold margin,0,0
gates resized,37,17
==> worst max-delay path, cell delays in order <==
cell and delay, ns:
sky130_fd_sc_hd__clkdlybuf4s15_2 0.21, sky130_fd_sc_hd__nand4b_1 0.20, sky130_fd_sc_hd__buf_4 0.15, sky130_fd_sc_hd__and2_4 0.15, sky130_fd_sc_hd__o211ai_4 0.19, sky130_fd_sc_hd__bufbuf_16 0.30
sky130_fd_sc_hd__o211ai_2 0.07, sky130_fd_sc_hd__clkdlybuf4s50_1 0.43
==> layout by cell type (no fill, tap or decap), types with 3 or more instances in the layout <==
cell and n:
sky130_fd_sc_hd__a21oi_1 4, sky130_fd_sc_hd__a221o_1 11, sky130_fd_sc_hd__a22oi_1 5, sky130_fd_sc_hd__and3_1 3, sky130_fd_sc_hd__buf_2 3, sky130_fd_sc_hd__buf_4 37, sky130_fd_sc_hd__clkdlybuf4s50_1 44, sky130_fd_sc_hd__dlygate4sd2_1 8
sky130_fd_sc_hd__dlymetal6s2s_1 7, sky130_fd_sc_hd__mux2i_1 6, sky130_fd_sc_hd__nand2_1 20, sky130_fd_sc_hd__nand3_1 5, sky130_fd_sc_hd__nand3_2 11, sky130_fd_sc_hd__nor2_1 11, sky130_fd_sc_hd__o211ai_2 4, sky130_fd_sc_hd__o221ai_2 3
==> logic make-up after synthesis <==
family	share of synthesized area, %
mux	6.32
compound gates	42.0
buf+inv	10.5
simple gates	41.1
==> final cells by class <==
class	count	area [µm²]	share of cell area (%)
inverters	2	7.51	0.369
multi-input cells	111	928	45.7
well taps	50	62.6	3.08
repair buffers	107	1030	50.9
==> power groups by stage <==
stage / combinational (mW) / clock [mW] / sequential [mW]
finish: 0.174 / 0 / 0
global route: 0.187 / 0 / 0
CTS: 0.172 / 0 / 0
==> metal layers <==
layer / up-vias / track usage [%]
li1: 682 / -
met1: 680 / 17.9
met2: 53 / 22.1
met3: 0 / 1.97
met4: 0 / 0
met5: - / 0
Power figures rest on the tool's default switching activity, not on a simulated workload.
